`design/flow/config.mk`:
```
export PLATFORM = sky130hd
export DESIGN_NAME = ecc_secded
export DESIGN_NICKNAME = ecc_secded
export VERILOG_FILES = /design/flow/design.v
export SDC_FILE = /design/flow/constraint.sdc
export NUM_CORES = 4
export LEC_CHECK = 1
export CORE_UTILIZATION = 30
```
`design/flow/constraint.sdc`:
```
current_design ecc_secded

set clk_period 2.1
set clk_io_pct 0.2

create_clock -name clk0 -period $clk_period [get_ports {i_aclk}]

set non_clock_inputs [all_inputs -no_clocks]
set_input_delay [expr $clk_period * $clk_io_pct] -clock clk0 $non_clock_inputs
set_output_delay [expr $clk_period * $clk_io_pct] -clock clk0 [all_outputs]
```
`design/flow/design.v`:
```
module ecc_secded
    (
        input wire          i_aclk,
        input wire          i_aresetn,
        input wire          i_enable_ecc,
        input wire          i_wvalid,
        input wire [39:0]   i_wdata,
	output logic        o_serr,
	output logic        o_decerr,
        output logic        o_wvalid,
        output logic [39:0] o_wdata
    );
wire [7:0] gen_ecc;
wire [7:0] serr_pos;
reg  [7:0] recvd_ecc;
always_ff@(posedge i_aclk or negedge i_aresetn)
begin
if(!i_aresetn)
  begin
  o_wvalid       <= 1'b0;
  recvd_ecc      <= 8'b0; 
  end
else
  begin
  o_wvalid         <= i_wvalid;
  recvd_ecc[7:0] <= i_wdata[39:32]; 
  end
end
always_ff@(posedge i_aclk or negedge i_aresetn)
begin
if(!i_aresetn)
   o_serr <= 1'b0;
else
   o_serr <= i_enable_ecc & (^serr_pos);     
end
assign serr_pos[7] = recvd_ecc[7] ^gen_ecc[7]; 	
assign serr_pos[6] = recvd_ecc[6] ^gen_ecc[6]; 	
assign serr_pos[5] = recvd_ecc[5] ^gen_ecc[5]; 	
assign serr_pos[4] = recvd_ecc[4] ^gen_ecc[4]; 	
assign serr_pos[3] = recvd_ecc[3] ^gen_ecc[3]; 	
assign serr_pos[2] = recvd_ecc[2] ^gen_ecc[2]; 	
assign serr_pos[1] = recvd_ecc[1] ^gen_ecc[1]; 	
assign serr_pos[0] = recvd_ecc[0] ^gen_ecc[0]; 
always_ff@(posedge i_aclk or negedge i_aresetn)
begin
if(!i_aresetn)
  o_wdata <= 40'b0; 
else
    case(serr_pos) 
	8'b10000000 : o_wdata <= {8'b0,i_wdata[31],i_wdata[30],i_wdata[29],i_wdata[28],i_wdata[27:0]};
	8'b01000000 : o_wdata <= {8'b0,i_wdata[31:28],i_wdata[27],i_wdata[26],i_wdata[25],i_wdata[24],i_wdata[23:0]};
	8'b00100000 : o_wdata <= {8'b0,i_wdata[31:24],i_wdata[23],i_wdata[22],i_wdata[21],i_wdata[20],i_wdata[19:0]};
	8'b00010000 : o_wdata <= {8'b0,i_wdata[31:20],i_wdata[19],i_wdata[18],i_wdata[17],i_wdata[16],i_wdata[15:0]};
	8'b00001000 : o_wdata <= {8'b0,i_wdata[31:16],i_wdata[15],i_wdata[14],i_wdata[13],i_wdata[12],i_wdata[11:0]};
	8'b00000100 : o_wdata <= {8'b0,i_wdata[31:12],i_wdata[11],i_wdata[10],i_wdata[9],i_wdata[8],i_wdata[7:0]};
	8'b00000010 : o_wdata <= {8'b0,i_wdata[31:8],i_wdata[7],i_wdata[6],i_wdata[5],i_wdata[4],i_wdata[3:0]};
	8'b00000001 : o_wdata <= {8'b0,i_wdata[31:4],i_wdata[3],i_wdata[2],i_wdata[1],i_wdata[0]};
	default :     o_wdata <= i_wdata;
    endcase
end
always_ff@(posedge i_aclk or negedge i_aresetn)
begin
if(!i_aresetn)
   o_decerr <= 1'b0;
else
	if(i_enable_ecc)
	begin
	  o_decerr <= o_serr? 1'b0: (recvd_ecc!==gen_ecc);
	end
	else
	  o_decerr <= 1'b0;
end
assign gen_ecc[7] = 
  i_wdata[31]  ^i_wdata[30]  ^i_wdata[29]  ^i_wdata[28] 
 ^i_wdata[27]  ^i_wdata[26]  ^i_wdata[25]  ^i_wdata[24]   
 ^i_wdata[23]  ^i_wdata[22]  ^i_wdata[21]  ^i_wdata[20]  
 ^i_wdata[19]  ^i_wdata[18]  ^i_wdata[17]  ^i_wdata[16]  
 ^i_wdata[15]  ^i_wdata[14]  ^i_wdata[13]  ^i_wdata[12]  
 ^i_wdata[11]  ^i_wdata[10]  ^i_wdata[9]   ^i_wdata[8]   
 ^i_wdata[7]   ^i_wdata[6]   ^i_wdata[5]   ^i_wdata[4]   
 ^i_wdata[3]   ^i_wdata[2]   ^i_wdata[1]   ^i_wdata[0];
 assign gen_ecc[6] = 
  !i_wdata[31]  ^!i_wdata[30]  ^!i_wdata[29]  ^!i_wdata[28] 
 ^!i_wdata[27]  ^!i_wdata[26]  ^!i_wdata[25]  ^!i_wdata[24]   
 ^!i_wdata[23]  ^!i_wdata[22]  ^!i_wdata[21]  ^!i_wdata[20]  
 ^!i_wdata[19]  ^!i_wdata[18]  ^!i_wdata[17]  ^!i_wdata[16]  
 ^!i_wdata[15]  ^!i_wdata[14]  ^!i_wdata[13]  ^!i_wdata[12]  
 ^!i_wdata[11]  ^!i_wdata[10]  ^!i_wdata[9]   ^!i_wdata[8]   
 ^!i_wdata[7]   ^!i_wdata[6]   ^!i_wdata[5]   ^!i_wdata[4]   
 ^!i_wdata[3]   ^!i_wdata[2]   ^!i_wdata[1]   ^!i_wdata[0];
assign gen_ecc[5] = 
  i_wdata[31]  ^i_wdata[30]  ^i_wdata[29]  ^i_wdata[28] 
 ^i_wdata[27]  ^i_wdata[26]  ^i_wdata[25]  ^i_wdata[24]   
 ^i_wdata[23]  ^i_wdata[22]  ^i_wdata[21]  ^i_wdata[20]  
 ^i_wdata[19]  ^i_wdata[18]  ^i_wdata[17]  ^i_wdata[16]  
 ^i_wdata[15]  ^i_wdata[14]  ^i_wdata[13]  ^i_wdata[12]  
 ^i_wdata[11]  ^i_wdata[10]  ^i_wdata[9]   ^i_wdata[8]   
 ^i_wdata[7]   ^i_wdata[6]   ^i_wdata[5]   ^i_wdata[4]   
 ^i_wdata[3]   ^i_wdata[2]   ^i_wdata[1]   ^i_wdata[0];
assign gen_ecc[4] = 
  !i_wdata[31]  ^!i_wdata[30]  ^!i_wdata[29]  ^!i_wdata[28] 
 ^!i_wdata[27]  ^!i_wdata[26]  ^!i_wdata[25]  ^!i_wdata[24]   
 ^!i_wdata[23]  ^!i_wdata[22]  ^!i_wdata[21]  ^!i_wdata[20]  
 ^!i_wdata[19]  ^!i_wdata[18]  ^!i_wdata[17]  ^!i_wdata[16]  
 ^!i_wdata[15]  ^!i_wdata[14]  ^!i_wdata[13]  ^!i_wdata[12]  
 ^!i_wdata[11]  ^!i_wdata[10]  ^!i_wdata[9]   ^!i_wdata[8]   
 ^!i_wdata[7]   ^!i_wdata[6]   ^!i_wdata[5]   ^!i_wdata[4]   
 ^!i_wdata[3]   ^!i_wdata[2]   ^!i_wdata[1]   ^!i_wdata[0];
assign gen_ecc[3] = 
  i_wdata[31]  ^i_wdata[30]  ^i_wdata[29]  ^i_wdata[28] 
 ^i_wdata[27]  ^i_wdata[26]  ^i_wdata[25]  ^i_wdata[24]   
 ^i_wdata[23]  ^i_wdata[22]  ^i_wdata[21]  ^i_wdata[20]  
 ^i_wdata[19]  ^i_wdata[18]  ^i_wdata[17]  ^i_wdata[16]  
 ^i_wdata[15]  ^i_wdata[14]  ^i_wdata[13]  ^i_wdata[12]  
 ^i_wdata[11]  ^i_wdata[10]  ^i_wdata[9]   ^i_wdata[8]   
 ^i_wdata[7]   ^i_wdata[6]   ^i_wdata[5]   ^i_wdata[4]   
 ^i_wdata[3]   ^i_wdata[2]   ^i_wdata[1]   ^i_wdata[0];
 assign gen_ecc[2] = 
  !i_wdata[31]  ^!i_wdata[30]  ^!i_wdata[29]  ^!i_wdata[28] 
 ^!i_wdata[27]  ^!i_wdata[26]  ^!i_wdata[25]  ^!i_wdata[24]   
 ^!i_wdata[23]  ^!i_wdata[22]  ^!i_wdata[21]  ^!i_wdata[20]  
 ^!i_wdata[19]  ^!i_wdata[18]  ^!i_wdata[17]  ^!i_wdata[16]  
 ^!i_wdata[15]  ^!i_wdata[14]  ^!i_wdata[13]  ^!i_wdata[12]  
 ^!i_wdata[11]  ^!i_wdata[10]  ^!i_wdata[9]   ^!i_wdata[8]   
 ^!i_wdata[7]   ^!i_wdata[6]   ^!i_wdata[5]   ^!i_wdata[4]   
 ^!i_wdata[3]   ^!i_wdata[2]   ^!i_wdata[1]   ^!i_wdata[0];
assign gen_ecc[1] = 
  i_wdata[31]  ^i_wdata[30]  ^i_wdata[29]  ^i_wdata[28] 
 ^i_wdata[27]  ^i_wdata[26]  ^i_wdata[25]  ^i_wdata[24]   
 ^i_wdata[23]  ^i_wdata[22]  ^i_wdata[21]  ^i_wdata[20]  
 ^i_wdata[19]  ^i_wdata[18]  ^i_wdata[17]  ^i_wdata[16]  
 ^i_wdata[15]  ^i_wdata[14]  ^i_wdata[13]  ^i_wdata[12]  
 ^i_wdata[11]  ^i_wdata[10]  ^i_wdata[9]   ^i_wdata[8]   
 ^i_wdata[7]   ^i_wdata[6]   ^i_wdata[5]   ^i_wdata[4]   
 ^i_wdata[3]   ^i_wdata[2]   ^i_wdata[1]   ^i_wdata[0];
assign gen_ecc[0] = 
  !i_wdata[31]  ^!i_wdata[30]  ^!i_wdata[29]  ^!i_wdata[28] 
 ^!i_wdata[27]  ^!i_wdata[26]  ^!i_wdata[25]  ^!i_wdata[24]   
 ^!i_wdata[23]  ^!i_wdata[22]  ^!i_wdata[21]  ^!i_wdata[20]  
 ^!i_wdata[19]  ^!i_wdata[18]  ^!i_wdata[17]  ^!i_wdata[16]  
 ^!i_wdata[15]  ^!i_wdata[14]  ^!i_wdata[13]  ^!i_wdata[12]  
 ^!i_wdata[11]  ^!i_wdata[10]  ^!i_wdata[9]   ^!i_wdata[8]   
 ^!i_wdata[7]   ^!i_wdata[6]   ^!i_wdata[5]   ^!i_wdata[4]   
 ^!i_wdata[3]   ^!i_wdata[2]   ^!i_wdata[1]   ^!i_wdata[0];
endmodule
```
`design/flow/run.sh`:
```
#!/bin/bash
# OpenROAD 26Q1-2900-gdf79404cd8, Yosys 0.63+post, stock flow scripts
make -C /OpenROAD-flow-scripts/flow DESIGN_CONFIG=/design/flow/config.mk WORK_HOME=/design/flow/orfs finish
```
==> flow_summary.ini <==
; flow metrics
[worst_setup_path]
cp_cell_sequence = buf_6, xor2_2, xnor2_1, xnor2_1, xnor2_2, xnor2_4, buf_4, buf_16, xor2_1, buf_4, ha_1, xor2_1, xnor2_1, and2_1
critPathMostFrequentCell = xnor2_1
worstPathRequired_ns = 2.29
cpPeakStageDelay_ns = 0.30
cp-end-kind = register
worstSetupPathType = primary input to register
arrival_ns = 2.77
cp-start-kind = primary input
cp_slowest_cell = xnor2_2
crit_fanout = 4

[outcome]
failed_checks = setup timing
status = complete, but fails checks

[global_route]
grt_overflow = 0
grt_pass1_vias = 1388
grt_max_degree = 27
antenna_found_initial = 0
grt.total_usage_pct = 12.73
grt_pass1_wl_um = 6851

[yosys]
yosys_cells = 145
ys_warn_count = 1
synth_cells = 145
synth_area_leader_cell = dfrtp_1
synth.cell_area_um2 = 1993
ys_chip_area_um2 = 1993
yosysTopAreaCellShare_pct = 64.03
topCellsByArea = dfrtp_1 (64%), xnor2_1 (13%), ha_1 (6.9%)
synth_cell_types = 19
numSynthFlops = 51
syn_avg_cell_area_um2 = 13.75
ys_seq_share_pct = 64.03

[pwr]
swShare_pct = 37.25
power_frac_clock_pct = 12.1
p_int_w = 0.003486
switching_power_w = 0.002069
pwr-share-seq_pct = 20.5
combPwrFrac_pct = 67.5
powerDensity_nw_per_um2 = 1605
leakagePower_nw = 1.566
power_w = 0.005555
worst_ir_drop_vdd_v = 0.001135

[floorplan]
ioPinCount = 87
die_w_um = 83.51
core_um2 = 6386
die_y_um = 83.51
floorplan.core_util_pct = 31.21
die_area_um2 = 6974
rows = 29

[routing]
num_vias = 1332
drt_iter0_markers = 10
wire_per_inst_um = 12.22
wl_um = 3997
route.detailed.drc = 0
detail-route-antenna-nets = 0
viasPerCell = 4.073
first_pass_iters = 4
diodes = 0

[clock_tree]
root_buffer = clkbuf_8
clockBufferDepth = 2
cts_buffers = 5
cts_tree = built
clock_sinks = 51
path_clk_slew_ns = 0.09
htree_levels = 2
worst_skew_pair.late_latency_ns = 0.29

[sta]
setup_slack_ns = -0.4859
fmax_mhz = 386.7
finalClockPeriodUsage_pct = 123.1
slew_violations = 0
grt_setup_unrepaired = true
fin_crit_ns = 2.586
worst_pin_slew_ns = 0.5863
setup_viol = 10
timing.slew.headroom_pct = 60.91
hold_viol_final = 0
fin_skew_ns = 0.005965

[placed_design]
routabilityCongestion = 0.7708
dp_hpwl_um = 2949
place_inst = 317
io_buffers = 86
dpl_worst_slack_ns = -1.397

[finish]
utilization_pct = 54.21
synthToLayoutAreaGrowth_pct = 73.70
instances_no_fill = 327
drive_gt1_share_pct = 39.20
most-common-layout-cells = clkdlybuf4s50_1 (53), dfrtp_1 (51), xnor2_2 (20)
lay_top_count = clkdlybuf4s50_1
n_fill_cell = 553

[run]
warnings = 35
cap_violations = 0

[min_path]
hold_class = primary input to async pin
[critical path, delay by kind of cell]
| family | cells | cell delay (ns) |
|---|---|---|
| xor gates and xnor gates | 8 | 1.43 |
| adders and majority gates | 1 | 0.23 |
| buffers and inverters | 4 | 0.52 |
| and+or+nand+nor | 1 | 0.16 |
[path summary, 6_finish.rpt]
kind                       depth (start not counted)                    end  slack (ns)                    from
setup / recovery                                  14       o_serr$_DFF_PN0_       -0.49             i_wdata[14]
hold / removal                                     1  o_wdata[34]$_DFF_PN0_        0.12               i_aresetn
setup reg to reg                                  10  o_wdata[34]$_DFF_PN0_        0.35  recvd_ecc[2]$_DFF_PN0_
hold reg to reg                                    2     o_decerr$_DFF_PN0_        0.52        o_serr$_DFF_PN0_
max in group asynchronous                          2   o_wdata[0]$_DFF_PN0_        1.45               i_aresetn
min in group clk0                                  1  o_wdata[28]$_DFF_PN0_        0.23             i_wdata[28]
[power groups by stage]
stage / Clock, W / Combinational, W / Sequential [W]
finish: 0.000670 / 0.00375 / 0.00114
global route: 0.000748 / 0.00411 / 0.00115
CTS: 0.000702 / 0.00363 / 0.00114
[sequential cells by signal, summed over array words and instances (netlist names)]
name       count
recvd_ecc      8
o_decerr       1
o_wvalid       1
o_wdata       40
o_serr         1
[cell type report]
class,count,area (µm²),area share [%]
inverter,8,30.03,0.8674
timing repair buffer,97,910.9,26.31
sequential,51,1276,36.86
clock buffer,5,68.82,1.988
multi-input combinational,86,1036,29.92
tap,77,96.34,2.783
clock inverter,3,43.79,1.265
[logic make-up after synthesis]
| family | after synthesis | synth area share (%) |
|---|---|---|
| AOI/OAI and AO/OA | 5 | 1.381 |
| xor gates and xnor gates | 42 | 19.40 |
| adders and majority gates | 11 | 6.905 |
| buffers and inverters | 8 | 1.507 |
| DFF | 51 | 64.03 |
| muxes | 2 | 1.193 |
| and+or+nand+nor | 26 | 5.587 |
[layer usage]
metal,track usage (%),routed length [µm],vias to the layer above
met5,0,0,-
li1,-,-,645
met3,3.414,249,4
met4,1.695,48,0
met1,20.35,1805,635
met2,18.85,1893,48
[stage by stage]
| step | area [µm²] | TNS (ns) | hold slack [ns] |
|---|---|---|---|
| 2_1_floorplan | 2047 | -5.516 | 0.1244 |
| 3_3_place_gp | 3079 | -13.26 | 0.4616 |
| 3_5_place_dp | 3079 | -13.36 | 0.4573 |
| 4_1_cts | 3392 | -4.465 | 0.1205 |
| 5_1_grt | 3462 | -6.169 | 0.1303 |
| 6_report | 3462 | -4.391 | 0.1154 |
[what timing repair did]
item	in CTS	in global routing
gates resized	174	21
setup buffers	2	0
pin swaps	38	19
gates cloned	1	0
endpoints found under the setup margin	10	10
hold buffers	0	0
hold endpoints to repair	0	0
[synthesized netlist by cell type]
cell type,n
inv_1,8
nand2b_1,2
o21ai_1,1
xnor2_4,1
nor2_1,8
a21oi_1,1
o211ai_1,1
nand2_1,12
o21ai_0,2
xnor2_1,30
and2_1,1
mux2i_2,1
dfrtp_1,51
mux2i_1,1
and3_1,1
nand3_1,1
xor2_1,11
or2_2,1
ha_1,11
Power and IR drop assume default switching activity.
