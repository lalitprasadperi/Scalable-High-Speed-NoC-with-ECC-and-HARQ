[config.mk]
export PLATFORM = sky130hd
export DESIGN_NAME = ecc_encode
export DESIGN_NICKNAME = ecc_encode
export VERILOG_FILES = /design/flow/design.v
export SDC_FILE = /design/flow/constraint.sdc
export NUM_CORES = 4
export LEC_CHECK = 1
export CORE_UTILIZATION = 30
[constraint.sdc]
current_design ecc_encode

set clk_period 1.0
set clk_io_pct 0.2

create_clock -name clk0 -period $clk_period [get_ports {i_aclk}]

set non_clock_inputs [all_inputs -no_clocks]
set_input_delay [expr $clk_period * $clk_io_pct] -clock clk0 $non_clock_inputs
set_output_delay [expr $clk_period * $clk_io_pct] -clock clk0 [all_outputs]
[design.v]
module ecc_encode
    (
        input wire          i_aclk,
        input wire          i_aresetn,
        input wire          i_enable_ecc,
        input wire          i_wvalid,
        input wire [39:0]   i_wdata,
        output logic        o_wvalid,
        output logic [39:0] o_wdata
    );
wire [7:0] r_eccdata;
always_ff@(posedge i_aclk or negedge i_aresetn)
begin
if(!i_aresetn)
  begin	
  o_wvalid      <= 1'b0;
  o_wdata[39:0] <= 40'b0; 
  end
else
  begin	
  o_wvalid       <= i_wvalid;
  o_wdata[39:0]  <= {r_eccdata[7:0], i_wdata[31:0]}; 
  end
end
assign r_eccdata[7] = 
  i_wdata[31]  ^i_wdata[30]  ^i_wdata[29]  ^i_wdata[28] 
 ^i_wdata[27]  ^i_wdata[26]  ^i_wdata[25]  ^i_wdata[24]   
 ^i_wdata[23]  ^i_wdata[22]  ^i_wdata[21]  ^i_wdata[20]  
 ^i_wdata[19]  ^i_wdata[18]  ^i_wdata[17]  ^i_wdata[16]  
 ^i_wdata[15]  ^i_wdata[14]  ^i_wdata[13]  ^i_wdata[12]  
 ^i_wdata[11]  ^i_wdata[10]  ^i_wdata[9]   ^i_wdata[8]   
 ^i_wdata[7]   ^i_wdata[6]   ^i_wdata[5]   ^i_wdata[4]   
 ^i_wdata[3]   ^i_wdata[2]   ^i_wdata[1]   ^i_wdata[0];
 assign r_eccdata[6] = 
  !i_wdata[31]  ^!i_wdata[30]  ^!i_wdata[29]  ^!i_wdata[28] 
 ^!i_wdata[27]  ^!i_wdata[26]  ^!i_wdata[25]  ^!i_wdata[24]   
 ^!i_wdata[23]  ^!i_wdata[22]  ^!i_wdata[21]  ^!i_wdata[20]  
 ^!i_wdata[19]  ^!i_wdata[18]  ^!i_wdata[17]  ^!i_wdata[16]  
 ^!i_wdata[15]  ^!i_wdata[14]  ^!i_wdata[13]  ^!i_wdata[12]  
 ^!i_wdata[11]  ^!i_wdata[10]  ^!i_wdata[9]   ^!i_wdata[8]   
 ^!i_wdata[7]   ^!i_wdata[6]   ^!i_wdata[5]   ^!i_wdata[4]   
 ^!i_wdata[3]   ^!i_wdata[2]   ^!i_wdata[1]   ^!i_wdata[0];
assign r_eccdata[5] = 
  i_wdata[31]  ^i_wdata[30]  ^i_wdata[29]  ^i_wdata[28] 
 ^i_wdata[27]  ^i_wdata[26]  ^i_wdata[25]  ^i_wdata[24]   
 ^i_wdata[23]  ^i_wdata[22]  ^i_wdata[21]  ^i_wdata[20]  
 ^i_wdata[19]  ^i_wdata[18]  ^i_wdata[17]  ^i_wdata[16]  
 ^i_wdata[15]  ^i_wdata[14]  ^i_wdata[13]  ^i_wdata[12]  
 ^i_wdata[11]  ^i_wdata[10]  ^i_wdata[9]   ^i_wdata[8]   
 ^i_wdata[7]   ^i_wdata[6]   ^i_wdata[5]   ^i_wdata[4]   
 ^i_wdata[3]   ^i_wdata[2]   ^i_wdata[1]   ^i_wdata[0];
assign r_eccdata[4] = 
  !i_wdata[31]  ^!i_wdata[30]  ^!i_wdata[29]  ^!i_wdata[28] 
 ^!i_wdata[27]  ^!i_wdata[26]  ^!i_wdata[25]  ^!i_wdata[24]   
 ^!i_wdata[23]  ^!i_wdata[22]  ^!i_wdata[21]  ^!i_wdata[20]  
 ^!i_wdata[19]  ^!i_wdata[18]  ^!i_wdata[17]  ^!i_wdata[16]  
 ^!i_wdata[15]  ^!i_wdata[14]  ^!i_wdata[13]  ^!i_wdata[12]  
 ^!i_wdata[11]  ^!i_wdata[10]  ^!i_wdata[9]   ^!i_wdata[8]   
 ^!i_wdata[7]   ^!i_wdata[6]   ^!i_wdata[5]   ^!i_wdata[4]   
 ^!i_wdata[3]   ^!i_wdata[2]   ^!i_wdata[1]   ^!i_wdata[0];
assign r_eccdata[3] = 
  i_wdata[31]  ^i_wdata[30]  ^i_wdata[29]  ^i_wdata[28] 
 ^i_wdata[27]  ^i_wdata[26]  ^i_wdata[25]  ^i_wdata[24]   
 ^i_wdata[23]  ^i_wdata[22]  ^i_wdata[21]  ^i_wdata[20]  
 ^i_wdata[19]  ^i_wdata[18]  ^i_wdata[17]  ^i_wdata[16]  
 ^i_wdata[15]  ^i_wdata[14]  ^i_wdata[13]  ^i_wdata[12]  
 ^i_wdata[11]  ^i_wdata[10]  ^i_wdata[9]   ^i_wdata[8]   
 ^i_wdata[7]   ^i_wdata[6]   ^i_wdata[5]   ^i_wdata[4]   
 ^i_wdata[3]   ^i_wdata[2]   ^i_wdata[1]   ^i_wdata[0];
 assign r_eccdata[2] = 
  !i_wdata[31]  ^!i_wdata[30]  ^!i_wdata[29]  ^!i_wdata[28] 
 ^!i_wdata[27]  ^!i_wdata[26]  ^!i_wdata[25]  ^!i_wdata[24]   
 ^!i_wdata[23]  ^!i_wdata[22]  ^!i_wdata[21]  ^!i_wdata[20]  
 ^!i_wdata[19]  ^!i_wdata[18]  ^!i_wdata[17]  ^!i_wdata[16]  
 ^!i_wdata[15]  ^!i_wdata[14]  ^!i_wdata[13]  ^!i_wdata[12]  
 ^!i_wdata[11]  ^!i_wdata[10]  ^!i_wdata[9]   ^!i_wdata[8]   
 ^!i_wdata[7]   ^!i_wdata[6]   ^!i_wdata[5]   ^!i_wdata[4]   
 ^!i_wdata[3]   ^!i_wdata[2]   ^!i_wdata[1]   ^!i_wdata[0];
assign r_eccdata[1] = 
  i_wdata[31]  ^i_wdata[30]  ^i_wdata[29]  ^i_wdata[28] 
 ^i_wdata[27]  ^i_wdata[26]  ^i_wdata[25]  ^i_wdata[24]   
 ^i_wdata[23]  ^i_wdata[22]  ^i_wdata[21]  ^i_wdata[20]  
 ^i_wdata[19]  ^i_wdata[18]  ^i_wdata[17]  ^i_wdata[16]  
 ^i_wdata[15]  ^i_wdata[14]  ^i_wdata[13]  ^i_wdata[12]  
 ^i_wdata[11]  ^i_wdata[10]  ^i_wdata[9]   ^i_wdata[8]   
 ^i_wdata[7]   ^i_wdata[6]   ^i_wdata[5]   ^i_wdata[4]   
 ^i_wdata[3]   ^i_wdata[2]   ^i_wdata[1]   ^i_wdata[0];
assign r_eccdata[0] = 
  !i_wdata[31]  ^!i_wdata[30]  ^!i_wdata[29]  ^!i_wdata[28] 
 ^!i_wdata[27]  ^!i_wdata[26]  ^!i_wdata[25]  ^!i_wdata[24]   
 ^!i_wdata[23]  ^!i_wdata[22]  ^!i_wdata[21]  ^!i_wdata[20]  
 ^!i_wdata[19]  ^!i_wdata[18]  ^!i_wdata[17]  ^!i_wdata[16]  
 ^!i_wdata[15]  ^!i_wdata[14]  ^!i_wdata[13]  ^!i_wdata[12]  
 ^!i_wdata[11]  ^!i_wdata[10]  ^!i_wdata[9]   ^!i_wdata[8]   
 ^!i_wdata[7]   ^!i_wdata[6]   ^!i_wdata[5]   ^!i_wdata[4]   
 ^!i_wdata[3]   ^!i_wdata[2]   ^!i_wdata[1]   ^!i_wdata[0];
endmodule
[run.sh]
#!/bin/bash
# OpenROAD 26Q1-2900-gdf79404cd8, Yosys 0.63+post, stock flow scripts
make -C /OpenROAD-flow-scripts/flow DESIGN_CONFIG=/design/flow/config.mk WORK_HOME=/design/flow/orfs finish
==> notes.md <==
Physical implementation.

- The summed standard-cell area reported by yosys is 1175 sq um.
- Per the detail_route report, vias per standard cell equal 3.930.
- Across all layers, the routed design uses 786 vias.
- The placement-stage cell area is 1968 sq um.
- With fillers left out, the area of the finished cells amounts to 1807 sq um.
- The cell area power density is 1808 nW/um^2.
- The die extent in y is 64.58 microns.
- In this run the most critical hold path is launched from i_wdata[1].
- In the final layout, the fill cell count is 335.
- Yosys reports that the most numerous cell types are dfrtp_1, xnor2_1, buf_4.
- Summing all flip-flop and latch instances after layout gives 852.1 sq um.
- The reported leakage power is 0.9016 nW.
- The number of CTS-inserted buffers is 5.
- The initial antenna violation count is 0.
- Once the floorplan was initialized, standard cells occupied 31.62% of the core.
- In the global route stage, overall resource usage came out at 11.53%.
- The floorplan has 22 rows.
- The routability congestion estimate from global placement is 0.7144.
- The worst hold slack after final layout is 0.05304 ns.
- The simple-gate share of the synthesized area is 0%.
- Summing the areas of all compound-gate instances in the mapped netlist gives 0% of the synthesized area.
- After clock tree synthesis, the flow added hold-fix buffers numbering 0.
- For reference, full adder, half adder and majority cells occupy 0% of the area reported after synthesis.
- The yosys cell count is 72.
- The core footprint is 3716 sq um.
- Looking at the clock tree report, the root buffer type is clkbuf_8.
- Cell internal power was estimated by the tool at 2.536 mW.
- The dominant kind of combinational cell is XOR/XNOR gates.
- The net switching power of the design is 0.7306 mW.
- The count of distinct cell types in the synthesized netlist is 4.
- The area taken by multi-input combinational cells is reported as 361.6 sq um.
- The slew at the pin with the worst max-slew slack is 0.2008 ns.
- The sequential power share is 46.4%.
- The data required time of the worst path is 0.80 ns.
- For this run, the script counts the antenna cells in the layout as 0.
- The final timing report lists a max-slew violation count of 0.
- The depth of the worst hold-timing path is 1.
- The share of async-settable or async-resettable flops after synthesis is 100.0%.
- According to the timing report, the arrival time at the worst endpoint equals 0.92 ns.
- The buffer depth of the longest clock path is 2.
- In this run, synthesis produced a sequential element count of 34.
- The area enclosed by the die boundary is 4171 sq um.
- The pin count of the biggest net entering global routing is 23.
- The via count of the first global-routing pass was 785.
- The final worst setup slack is -0.1221 ns.
- The maximum fanout along the worst path is 5.
- Of the synthesized area, sequential elements account for 72.42%.
- The setup TNS after final layout is -0.6619 ns.
- After legalization and detailed placement, the total HPWL measured 1701 microns.
- For reference, the top cells by area after synthesis are dfrtp_1, xnor2_1, buf_4, xor2_1.
- The worst hold path belongs to the class primary input to register.
- In this run the VDD rail shows a maximum IR drop of 0.0009677 V.
- The layout cell share with drive strength beyond 1 is 63.82%.
- Max-cap violations in this run came to 0.
- Sorting the synthesis cell report by count puts at the top dfrtp_1.
- The clock drives 34 sinks.
- The routed wirelength normalized by instance count is 11.06 microns.
- Summing every instance area after synthesis gives 1175 sq um.
- The final reports fail on negative setup slack.
- The end point of the worst hold path is o_wdata[1]$_DFF_PN0_.
- Setup repair after global routing could not meet its margin everywhere.
- The synthesized design contains 0 enable-type register cells.
- The iteration count recorded for the first detailed-route pass is 2.
- The starting DRC count in detailed routing is 11.
- The total congestion overflow is 0.
- The clock network is responsible for 30.1% of the overall power.
- Summing over the stages, the warning tally comes to 37.
- The top cell type by total area after synthesis is dfrtp_1.
- The remaining antenna violation count after routing is 0.
- Multiplexer cells account for 0% of the synthesized area.
- The count of H-tree levels built during CTS is 2.
- After detailed routing, the total wire length is 2211 microns.
- The critical path class is register to output port.
- Leaving out filler cells and counting taps, the final layout contains 200.
- After detailed routing, the number of remaining DRC violations is 0.
- The run finished, with violations left.
- The horizontal die size is 64.58 microns.
- The share of Yosys cell area claimed by the top area cell type is 72.42%.
- The net switching share of the total power is 22.37%.
- STA classifies the critical path endpoint as an output port.
- Combinational cells account for 23.5% of the total power.
- The flip-flop cell with the highest count after synthesis is dfrtp_1.
- The number of instances in the placed design is 190.
- The number of top-level design ports is 85.
- The CTS tree is built.
- In this run the mean area of a mapped cell was 16.32 sq um.
- The synthesized instance count is 72.
- The area growth from synthesis to layout is 53.78%.
- The clock-pin transition on the worst setup and hold timing paths is 0.06 ns.
- The worst slew margin relative to its limit is 86.52%.
- Of the available clock period, the critical path in the final layout requires 112.2%.
- The final hold violation count recorded for this run is 0.
- The xor and xnor fraction of the mapped netlist area is 23.11%.
- The setup-violating endpoint count in the final report is 8.
- The first-pass GRT wire length is 3546 microns.
- The kind of launch point of the worst setup path is a register.
- Per the timing report, the achievable frequency comes out to 891.2 MHz.
- The number of buffers inserted by port buffering is 75.
- The clock period minus final worst setup slack is 1.122 ns.
- Warnings reported by Yosys during synthesis add up to 1.
-- sequential cells by signal, summed over array words and instances, names as in the netlist --
name      flops
o_wdata      33
o_wvalid      1
-- worst max-delay path by stage --
stage                            startpoint          end  slack [ns]  depth (start not counted)
after CTS             o_wdata[37]$_DFF_PN0_  o_wdata[36]       -0.14                          2
final                 o_wdata[37]$_DFF_PN0_  o_wdata[36]       -0.12                          2
after global routing  o_wdata[37]$_DFF_PN0_  o_wdata[38]       -0.16                          2
-- repair_timing --
action                                  in CTS  in global routing
pin swaps                                   30                 20
resized                                    234                 21
endpoints found under the setup margin      42                  9
cloned                                       0                  0
buffers inserted                             2                  0
-- cells in the final DEF, fill, tap and decap left out, drive strengths merged --
cell,n
buf,67
dfrtp,34
xnor2,28
clkbuf,16
xor2,3
clkdlybuf4s50,2
clkinv,1
clkdlybuf4s15,1
-- metal layers --
metal	wire (microns)	global-route usage, %	vias to the layer above
met5	0	0	-
met4	59	2.222	0
met3	232	4.464	5
met2	1118	19.08	40
met1	800	14.72	373
li1	-	-	368
-- worst max-delay path: stages, from the launching register on --
cell and delay (ns):
dfrtp_2 0.43, buf_6 0.12, buf_2 0.10
-- logic make-up (layout without fill, tap and decap cells) --
group	count (synthesis)	in the layout
DFF	34	34
xor gates and xnor gates	31	31
buffers and inverters	7	87
-- power groups by stage --
stage                 combinational [mW]  sequential (mW)  clock [mW]
final                              0.767             1.52       0.984
after global routing               0.844             1.52        1.11
after CTS                          0.787             1.52        1.04
-- final cells by class --
| class | instances | area share [%] |
|---|---|---|
| Clock buffer | 7 | 4.778 |
| Clock inverter | 1 | 0.2770 |
| Multi-Input combinational cell | 31 | 20.01 |
| Sequential cell | 34 | 47.16 |
| Tap cell | 48 | 3.324 |
| Timing Repair Buffer | 79 | 24.45 |
-- per-stage QoR --
stage | setup WS, ns | total power [mW] | util (%)
3_3_place_gp | -0.5906 | 2.473 | 52.96
4_1_cts | -0.1412 | 3.341 | 50.00
5_1_grt | -0.1607 | 3.477 | 48.62
3_5_place_dp | -0.5910 | 2.470 | 52.96
2_1_floorplan | -0.006580 | 1.996 | -
6_report | -0.1221 | 3.266 | 48.62
No activity file was given, so power comes from the tool's default toggle rates.
